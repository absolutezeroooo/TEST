==> /design/flow/run.sh <==
#!/bin/bash
# OpenROAD 26Q1-2900-gdf79404cd8, Yosys 0.63+post, stock flow scripts
make -C /OpenROAD-flow-scripts/flow DESIGN_CONFIG=/design/flow/config.mk WORK_HOME=/design/flow/orfs finish
==> /design/flow/config.mk <==
export PLATFORM = sky130hd
export DESIGN_NAME = scorehand
export DESIGN_NICKNAME = scorehand
export VERILOG_FILES = /design/flow/design.v
export SDC_FILE = /design/flow/constraint.sdc
export NUM_CORES = 4
export LEC_CHECK = 1
export CORE_AREA = 10 10 71 71
export DIE_AREA = 0 0 81 81
==> /design/flow/constraint.sdc <==
current_design scorehand

set clk_period 6.6
set clk_io_pct 0.2

create_clock -name clk0 -period $clk_period

set non_clock_inputs [all_inputs -no_clocks]
set_input_delay [expr $clk_period * $clk_io_pct] -clock clk0 $non_clock_inputs
set_output_delay [expr $clk_period * $clk_io_pct] -clock clk0 [all_outputs]
==> /design/flow/design.v <==
module scorehand(input logic[3:0] card1, input logic[3:0] card2, input logic[3:0] card3, output logic[3:0] total);
reg [3:0] c1, c2, c3;
reg [5:0] num;
always_comb begin
    if(card1 >= 4'b1010)
	c1 = 4'b0000;
    else
	c1 = card1;
    if(card2 >= 4'b1010)
	c2 = 4'b0000;
    else
	c2 = card2;
    if(card3 >= 4'b1010)
	c3 = 4'b0000;
    else
	c3 = card3;
num = (c1 + c2 + c3)%6'd10;
total = num[3:0];
end
endmodule
==> results.cfg <==
; physical design summary
[global_route]
grt_antenna_before_repair = 0
global_route.usage.total = 0.0630
global_route_wire_length_before_repair_microns = 3570
overflow = 0
grt_pass1_vias = 857
grt_max_degree = 14

[floorplan]
boundaryPins = 16
die-area_sq_um = 6560
die_x_size_microns = 81
floorplan.die.height_microns = 81
fp-row-count = 22
fp_util = 0.212
fp.coreArea_sq_um = 3630

[yosys]
top_area_frac = 0.130
ys_cells = 102
topCellsByArea = fa_1 13%, ha_1 8.1%, a21oi_1 4.6%, and2_1 3.3%, nand2b_1 3.3%
ys_seq_frac = 0
ys_chip_area_sq_um = 769
number_of_synthesis_warnings = 1
syn-instance-count = 102
synth_cell_types = 49
post_synth_instance_area_sq_um = 769
post-synth-top-area-cell = fa_1
syn_avg_cell_area_sq_um = 7.54

[critical_path]
worstPathMaxFanout = 6
cp.arrival_ps = 5110
critical_path.endpoint_type = output port
data_required_time_of_the_critical_path_ps = 5280
criticalPathCategory = in2out
worstSetupStartpointType = input port

[worst_hold_path]
worst_hold_path_type = in2out
worst_hold_startpoint = card1[2]
endpoint_of_the_worst_hold_timing_path = total[0]
timing.hold.worst_path_depth = 5

[drt]
drt_first_iter_violations = 35
dr.pass1.iters = 4
diodes = 0
avgRoutedWirePerCell_microns = 11.3
antenna_violating_nets_post_route = 0
drc = 0
routed_via_density = 4.68
dr_total_vias = 851
drt_wl_total_microns = 2050

[sta]
rsz0062_at_grt = false
final_period_minus_worst_setup_slack_ps = 6430
finalHoldViolations = 0
setup_total_negative_slack_ps = 0
post_route_clock_period_utilization = 0.974
timing.final.ws_setup_ps = 170
worst_pin_slew_ps = 481
final-max-slew-violation-count = 0
max_clock_freq_ghz = 0.156
setup_failing_eps_final = 0
maxSlewHeadroom = 0.679

[run]
openroad.warnings = 32
max_cap_violations = 0

[pwr]
leakage_uw = 0.000529
ir_worst_vdd_mv = 0.0437
p_per_area_nw_per_um2 = 158

[cts]
postCtsHoldBufs = 0

[final_layout]
drive_gt1_frac = 0.433
clockBufferCount = 0
flop_area_sq_um = 0
fillerInstances = 383
layout-area-overhead-vs-synth_pct = 64.9
design.seq.count = 0
logic_area_sq_um = 885

[status]
run_status = finished clean

[placed_design]
detailed_placer_s_ending_hpwl_microns = 1650
pre_cts_ws_ps = -669
gp_congestion = 0.815
port_buffers = 16
## cell usage in the layout, fill, tap and decap left out, types with 2 or more instances in the layout
master,Yosys,layout
a21oi_1,7,4
a211o_1,2,2
nor3b_1,2,2
nand2b_4,0,2
fa_2,0,2
nor2_2,1,2
fa_1,5,3
nand2_1,5,5
nor2b_1,4,2
ha_4,0,4
nor2_1,6,5
buf_4,1,20
mux2i_1,2,2
clkdlybuf4s50_1,0,5
nor2b_4,0,2
and2_1,4,3
o22ai_1,2,2
o32ai_2,1,2
dlygate4sd2_1,0,8
and3_4,1,2
clkbuf_2,0,2
o21ai_0,5,5
a21oi_2,1,4
nand2b_1,4,2
inv_1,6,5
a21o_1,2,2
## worst max-delay path by stage
stage	from	to	slack (ps)
CTS	card1[3]	total[2]	40
global route	card1[1]	total[1]	10
finish	card1[1]	total[1]	170
## per-stage QoR
| stage | utilization | cells | power, uW | hold slack, ps | area, sq um |
|---|---|---|---|---|---|
| after global placement | 0.304 | 181 | 169 | 3850 | 1100 |
| final | 0.349 | 182 | 200 | 3750 | 1270 |
| after detailed placement | 0.304 | 181 | 171 | 3850 | 1100 |
| after CTS | 0.333 | 182 | 189 | 3800 | 1210 |
| after global routing | 0.349 | 182 | 222 | 3800 | 1270 |
| after floorplan | - | 102 | 100 | 2870 | 769 |
## layout make-up
class / instances / area share
well taps: 48 / 0.0473
inverters: 6 / 0.0178
multi-input cells: 91 / 0.697
repair buffers: 37 / 0.238
## worst max-delay path, stage by stage
cell	delay, ps
dlygate4sd2_1	260
nor2_1	100
nand2_1	80
fa_1	540
inv_1	60
ha_4	280
nand3_2	90
and3_4	160
nor2_2	110
ha_2	190
nand2b_4	120
a21oi_2	50
or4_4	510
buf_4	180
mux2_4	280
and3_4	190
o22a_1	190
clkdlybuf4s50_1	400
## routing by layer
metal | GRT usage | up-vias | share of wire
met5 | 0 | - | 0
met4 | 0 | 0 | 0
met3 | 0.00223 | 0 | 0.017
met2 | 0.111 | 5 | 0.46
met1 | 0.0885 | 401 | 0.52
li1 | - | 445 | -
## power by group
part           total [uW]  switching, uW  leakage (uW)  internal, uW
Sequential              0              0             0             0
Clock                   0              0             0             0
Combinational         200           89.6      0.000529           111
Total                 200           89.6      0.000529           111
## cells by family after synthesis
logic type / Yosys count / share of synthesized area
AND-OR/OR-AND: 31 / 0.293
adder cells (fa/ha/maj): 10 / 0.211
multiplexers: 3 / 0.0455
XOR/XNOR: 1 / 0.0114
AND/OR/NAND/NOR: 46 / 0.363
buffers and inverters: 11 / 0.0764
## cell usage after synthesis (all sizes together), types with 2 or more instances
cell type / n
a211o: 2
a211oi: 2
a21o: 2
a21oi: 8
a31oi: 2
and2: 5
and3: 3
buf: 4
fa: 5
ha: 5
inv: 6
mux2i: 2
nand2: 5
nand2b: 4
nand3: 2
nor2: 7
nor2b: 4
nor3: 2
nor3b: 2
nor4: 2
o21ai: 6
o22ai: 2
o32ai: 2
or2: 3
## what timing repair did
action	4_1_cts	5_1_grt
pin swaps	14	5
resized	33	16
setup buffers	1	0
endpoints found under the setup margin	3	2
Power is estimated from default activity; no workload was simulated.
