[flow/config.mk]
export PLATFORM = sky130hd
export DESIGN_NAME = dealcard
export DESIGN_NICKNAME = dealcard
export VERILOG_FILES = /design/flow/design.v
export SDC_FILE = /design/flow/constraint.sdc
export NUM_CORES = 4
export LEC_CHECK = 1
export CORE_AREA = 10 10 70 70
export DIE_AREA = 0 0 80 80
[flow/constraint.sdc]
current_design dealcard

set clk_period 1.0
set clk_io_pct 0.2

create_clock -name clk0 -period $clk_period [get_ports {clock}]

set non_clock_inputs [all_inputs -no_clocks]
set_input_delay [expr $clk_period * $clk_io_pct] -clock clk0 $non_clock_inputs
set_output_delay [expr $clk_period * $clk_io_pct] -clock clk0 [all_outputs]
[flow/design.v]
module dealcard(input clock, input resetb, output [3:0] new_card);
reg [3:0] dealer_card;
always_ff @(posedge clock)
  if (resetb == 0)
     dealer_card <= 1;  
  else
     if (dealer_card == 13)
	     dealer_card <= 1;
	  else 
	     dealer_card++;
assign new_card = dealer_card;
endmodule
[flow/run.sh]
#!/bin/bash
# OpenROAD 26Q1-2900-gdf79404cd8, Yosys 0.63+post, stock flow scripts
make -C /OpenROAD-flow-scripts/flow DESIGN_CONFIG=/design/flow/config.mk WORK_HOME=/design/flow/orfs finish
==> results.cfg <==
; flow metrics
[timing]
worstMarginPinSlew_ns = 0.1142
fmax_ghz = 0.9804
rsz0062_at_grt = true
relSlewSlack_pct = 92.17
final_hold_viol_count = 0
holdWs_ns = 0.5121
finalSetupTns_ns = -0.02003
setup_violations = 1
final.setup_skew_ns = 0.003675
setup_slack_ns = -0.02003
period_minus_slack_ns = 1.020
period_used_pct = 102.0
slew_viol_final = 0

[setup_path]
critPathCaptureType = flip-flop
path_max_fanout = 3
required_ns = 1.18
cp-start-kind = flip-flop
worstPathArrival_ns = 1.20
critical_path_class = flip-flop to flip-flop

[die]
core_area_sq_um = 3416
fp_util_pct = 5.311
die_w_microns = 80
num_rows = 21
die_h_microns = 80
num_io_pins = 6
die-area_sq_um = 6400

[route]
avgViaCountPerCell = 2.372
drc = 0
route.antenna.diode_count = 0
ant_nets = 0
wl_microns = 518
first_iter_violations = 1
dr.pass1.iters = 3
wl_per_cell_microns = 6.641
vias = 185

[logic_synthesis]
ys_top_cells_by_area = dfxtp_1, ha_1, mux2i_1
async_flop_share_pct = 0
synth-cells-yosys = 19
syn_inst = 19
ys_seq_share_pct = 44.14
ys_chip_area_sq_um = 181.4
yosys_warnings = 1
yosysTopAreaCell = dfxtp_1
synth_top_flop_cell = dfxtp_1
synth-edff-count = 0
ys_types = 13
ys_seq_elements = 4
synth_top_area_share_pct = 44.14
synth_area_sq_um = 181.4
top_cell = dfxtp_1
synthTopCellsByCount = dfxtp_1, ha_1, inv_1, nand3_1
avgSynthCellArea_sq_um = 9.549

[cells_and_area]
layout-drive-gt1-share_pct = 50.00
largest_register_ffs = 4
regMostFlops = dealer_card
syn_to_final_growth_pct = 105.5
final_core_util_pct = 10.92
reg_top3 = dealer_card (4)

[clock_network]
ctsHtreeMaxLevel = 1
tritoncts.num_buffers = 3
clk_latency_ns = 0.25
clk_path_buf_depth = 2
clock-sinks = 4
clk_pin_slew_ns = 0.04
cts_root_buf = clkbuf_4
cts_tree = done

[power_and_ir_drop]
power_density_nw_per_um2 = 1380
leakagePower_nw = 0.1357
irDropWorstVdd_uv = 557.3

[run_status]
violations = negative setup slack
status = finished, violations left

[global_route]
gr-total-overflow = 0
grt_max_degree = 5
grt_pass1_vias = 212
grtUsageTotal_pct = 1.877
grt_pass1_wl_microns = 917
grt_antenna_before_repair = 0

[placed_design]
gp_congestion = 0.6350
dp_slack_ns = -0.05126
portBuffers = 5

[job]
cap_violations = 0
warnings = 28

[hold_path]
hold_class = flip-flop to flip-flop
-- cell families after synthesis --
group / synth area share (%)
muxes: 5.517
DFF: 44.14
buffers and inverters: 4.139
AOI/OAI and AO/OA: 14.48
and+or+nand+nor: 17.93
adders and majority gates: 13.79
-- layer usage --
layer  routed length (microns)  global-route usage (%)  share of wire [%]  up-vias
met3                        81                   1.932                 16        5
met5                         0                       0                  0        -
met4                        14                  0.5282                2.7        0
li1                          -                       -                  -       92
met2                       180                   2.488                 35        9
met1                       241                   1.997                 47       79
-- cell usage in the layout, fill, tap and decap left out --
cell type,netlist,final
clkbuf_4,0,3
dfxtp_2,0,3
buf_4,0,3
inv_1,2,2
a21oi_2,1,2
nand3_1,2,2
clkdlybuf4s15_1,0,2
buf_6,0,2
nand4b_1,1,1
o21ai_1,1,1
a21boi_1,1,1
nand2_1,1,1
nor2_1,1,1
mux2i_1,1,1
nor2b_1,1,1
ha_2,0,1
ha_4,0,1
dfxtp_1,4,1
clkdlybuf4s50_1,0,1
dlygate4sd2_1,0,1
clkbuf_2,0,1
-- timing repair --
| action | in CTS | in global routing |
|---|---|---|
| hold buffers | 0 | 0 |
| setup buffers | 1 | 0 |
| gates resized | 16 | 1 |
| setup endpoints to repair | 5 | 5 |
| pin swaps | 1 | 1 |
-- stage by stage --
step / std cells / total power, W / instance area [sq um]
2_1_floorplan: 19 / 0.0002286 / 181.4
3_5_place_dp: 74 / 0.0002928 / 319.1
4_1_cts: 78 / 0.0005197 / 377.9
6_report: 78 / 0.0005147 / 372.9
3_3_place_gp: 74 / 0.0002863 / 319.1
5_1_grt: 78 / 0.0005452 / 372.9
-- power by group --
group / internal [W] / switching [W]
logic: 0.0000687 / 0.0000494
clock network: 0.000135 / 0.0000759
registers: 0.000177 / 0.00000888
-- critical path: stages, from the launching register on --
cell	delay, ns
dfxtp_2	0.31
buf_6	0.11
buf_6	0.11
ha_4	0.15
a21oi_2	0.09
mux2i_1	0.07
nor2b_1	0.10
-- path summary, 6_finish.rpt --
kind | slack, ns | end | cells past startpoint | startpoint
worst max-delay path | -0.02 | dealer_card[2]$_SDFF_PP0_ | 6 | dealer_card[0]$_SDFF_PP1_
worst min-delay path | 0.51 | dealer_card[0]$_SDFF_PP1_ | 2 | dealer_card[0]$_SDFF_PP1_
worst max register to register | -0.02 | dealer_card[2]$_SDFF_PP0_ | 6 | dealer_card[0]$_SDFF_PP1_
worst min register to register | 0.51 | dealer_card[0]$_SDFF_PP1_ | 2 | dealer_card[0]$_SDFF_PP1_
-- cell type report --
class	count	area [sq um]
multi-input cells	13	112.6
fillers	408	3043
clock buffers	3	22.52
repair buffers	10	88.84
well taps	46	57.56
flip-flops and latches	4	83.83
inverters	2	7.507
Power is estimated from default activity; no workload was simulated.
